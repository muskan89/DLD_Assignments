## design/flow/config.mk

```make
export PLATFORM = sky130hd
export DESIGN_NAME = add16_rc
export DESIGN_NICKNAME = add16_rc
export VERILOG_FILES = /design/flow/design.v
export SDC_FILE = /design/flow/constraint.sdc
export NUM_CORES = 4
export LEC_CHECK = 1
export CORE_AREA = 10 10 70 70
export DIE_AREA = 0 0 80 80
```

## design/flow/constraint.sdc

```tcl
current_design add16_rc

set clk_period 10.1
set clk_io_pct 0.2

create_clock -name clk0 -period $clk_period

set non_clock_inputs [all_inputs -no_clocks]
set_input_delay [expr $clk_period * $clk_io_pct] -clock clk0 $non_clock_inputs
set_output_delay [expr $clk_period * $clk_io_pct] -clock clk0 [all_outputs]
```

## design/flow/design.v

```verilog
module full_adder(sum, cout, a, b, cin);
  input a,b,cin;
  output sum,cout;
  wire d,e,f;
  xor #4 U1(sum,a,b,cin);
  and #1U2(d,a,b);
  and #1U3(e,b,cin);
  and #1U4(f,a,cin);
  or #2U5(cout,d,e,f);
endmodule
module add16_rc(sum16, cout, a16, b16, cin);
  input [15:0]a16, b16;
  output [15:0] sum16;
  input cin;
  output cout;
  wire z1,z2,z3,z4,z5,z6,z7,z8,z9,z10,z11,z12,z13,z14,z15;
  full_adder U6(sum16[0], z1, a16[0], b16[0], cin);
  full_adder U7(sum16[1], z2, a16[1], b16[1], z1);
  full_adder U8(sum16[2], z3, a16[2], b16[2], z2);
  full_adder U9(sum16[3], z4, a16[3], b16[3], z3);
  full_adder U10(sum16[4], z5, a16[4], b16[4], z4);
  full_adder U11(sum16[5], z6, a16[5], b16[5], z5);
  full_adder U12(sum16[6], z7, a16[6], b16[6], z6);
  full_adder U13(sum16[7], z8, a16[7], b16[7], z7);
  full_adder U14(sum16[8], z9, a16[8], b16[8], z8);
  full_adder U15(sum16[9], z10, a16[9], b16[9], z9);
  full_adder U16(sum16[10], z11, a16[10], b16[10], z10);
  full_adder U17(sum16[11], z12, a16[11], b16[11], z11);
  full_adder U18(sum16[12], z13, a16[12], b16[12], z12);
  full_adder U19(sum16[13], z14, a16[13], b16[13], z13);
  full_adder U20(sum16[14], z15, a16[14], b16[14], z14);
  full_adder U21(sum16[15], cout, a16[15], b16[15], z15);
endmodule
module full_adder_pg(p,g, a, b);
  input a,b;
  output p,g;
  or #1 U6(p,a,b);
  and #1 U7(g,a,b);
endmodule
module carry_generator(couts, p, g, cin);
  input cin;
  input [3:0] p,g;
  output [3:0] couts;
  wire s1,s2,s3,s4;
  and #1Y1(s1,p[0],cin);
  or #1Y2(couts[0],s1,g[0]);
  and #1Y3(s2,p[1],couts[0]);
  or #1Y4(couts[1],s2,g[1]);
  and #1Y5(s3,p[2],couts[1]);
  or #1Y6(couts[2],s3,g[2]);
  and #1Y7(s4,p[3],couts[2]);
  or #1Y8(couts[3],s4,g[3]);
endmodule
module add4_cla(sum4, cout, a4, b4, cin);
  input[3:0] a4,b4;
  output[3:0] sum4;
  input cin;
  output cout;
  wire[3:0] p,g,couts;
  wire t1,t2,t3,t4,t5,t6,t7,t8;
  full_adder_pg J1(p[0],g[0], a4[0], b4[0]);
  full_adder_pg J2(p[1],g[1], a4[1], b4[1]);
  full_adder_pg J3(p[2],g[2], a4[2], b4[2]);
  full_adder_pg J4(p[3],g[3], a4[3], b4[3]);
  carry_generator tyu(couts,p,g,cin);
  full_adder J5(sum4[0], t5, a4[0], b4[0], cin);
  full_adder J6(sum4[1], t6, a4[1], b4[1], couts[0]);
  full_adder J7(sum4[2], t7, a4[2], b4[2], couts[1]);
  full_adder J8(sum4[3], t8, a4[3], b4[3], couts[2]);
  assign cout=couts[3];
endmodule
module add16_cla(sum16, cout, a16, b16, cin);
  input[15:0] a16, b16;
  output[15:0] sum16;
  output cout;
  input cin;
  wire e1,e2,e3;
  add4_cla bla1(sum16[3:0], e1, a16[3:0], b16[3:0], cin);
  add4_cla bla2(sum16[7:4], e2, a16[7:4], b16[7:4], e1);
  add4_cla bla3(sum16[11:8], e3, a16[11:8], b16[11:8], e2);
  add4_cla bla4(sum16[15:12], cout, a16[15:12], b16[15:12], e3);
endmodule
```

## design/flow/run.sh

```bash
#!/bin/bash
# OpenROAD 26Q1-2900-gdf79404cd8, Yosys 0.63+post, stock flow scripts
make -C /OpenROAD-flow-scripts/flow DESIGN_CONFIG=/design/flow/config.mk WORK_HOME=/design/flow/orfs finish
```

==> impl_metrics.env <==
# flow metrics
export IMPL_synth_cell_types=3
export IMPL_cp_top_family="adder cells"
export IMPL_worst_setup_path_start_kind="input port"
export IMPL_hpwl_um=1540
export IMPL_fin_ws_ps=177
export IMPL_chipArea_mm2=0.00640
export IMPL_detail_route_wl_per_cell_um=12.6
export IMPL_drtIter0Drc=0
export IMPL_cp_data_required_time_ps=8080
export IMPL_drc=0
export IMPL_setup_viol=0
export IMPL_top_area_cell="fa_1"
export IMPL_n_sequential_cell=0
export IMPL_rsz0062_at_grt="no"
export IMPL_timing_max_cap_violations=0
export IMPL_antenna_cells=0
export IMPL_yosysChipArea_um2=478
export IMPL_holdCritPathClass="in2out"
export IMPL_critPathSlowestCell="fa_2"
export IMPL_grt_usage=0.0459
export IMPL_gp_congestion=0.845
export IMPL_min_from="a16[0]"
export IMPL_critPathLaunch="b16[0]"
export IMPL_crit_chain="buf_6 -> inv_4 -> fa_2 -> inv_2 -> fa_2 -> fa_2 -> fa_2 -> fa_2 -> fa_2 -> fa_2 -> fa_2 -> fa_2 -> fa_2 -> fa_2 -> fa_2 -> fa_2 -> fa_2 -> fa_2 -> inv_2 -> fa_2 -> inv_1 -> buf_2"
export IMPL_worst_path_largest_cell_delay_ps=430
export IMPL_grt_max_degree=2
export IMPL_num_rows=21
export IMPL_cp_depth=22
export IMPL_grt_first_pass_wirelength_um=2290
export IMPL_period_used=0.983
export IMPL_clkbuf_count=0
export IMPL_dp_worst_setup_slack_ps=-1060
export IMPL_cp_num_buf_inv=6
export IMPL_p_per_area_mw_per_mm2=56.9
export IMPL_vdd_drop_max_mv=0.0169
export IMPL_nFillCells=369
export IMPL_routed_via_density=3.09
export IMPL_avgSynthCellArea_um2=11.4
export IMPL_setup_tns_ps=0
export IMPL_drive_above_1_share=0.342
export IMPL_grt_overflow=0
export IMPL_lay_top_cells="clkdlybuf4s50_1 (42), fa_2 (16), inv_1 (5)"
export IMPL_end_kind="primary output"
export IMPL_die_x_um=80
export IMPL_tool_warnings=33
export IMPL_antenna_found_initial=0
export IMPL_coreArea_mm2=0.00342
export IMPL_crit_fanout=1
export IMPL_dr_pass1_iters=1
export IMPL_yosys_cells=42
export IMPL_fmax_ghz=0.101
export IMPL_netlist_area_leader_share=0.670
export IMPL_worst_pin_slew_ps=121
export IMPL_min_period_ps=9920
export IMPL_final_util=0.276
export IMPL_wl_um=1540
export IMPL_yosys_warnings=0
export IMPL_ys_top_cells_by_area="fa_1 (67%), buf_4 (25%), inv_1 (7.9%)"
export IMPL_status="complete, no violations"
export IMPL_crit_type="in2out"
export IMPL_cts_setup_buffers=0
export IMPL_layout_cells_most_common="clkdlybuf4s50_1"
export IMPL_port_buffers=50
export IMPL_report_final_slew_viol_count=0
export IMPL_die_y_um=80
export IMPL_grt_pass1_vias=476
export IMPL_seq_area_um2=0
export IMPL_area_delta_synth_final_pct=97.1
export IMPL_pin_count=50
export IMPL_syn_cell_area_um2=478
export IMPL_hold_violations=0
export IMPL_netlist_instances=42
export IMPL_cpMostUsedCell="fa_2"
export IMPL_ant_nets=0
export IMPL_crit_arrival_ps=7900
export IMPL_timing_slew_headroom=0.919
export IMPL_critPathCapture="sum16[15]"
export IMPL_p_leak_uw=0.000356
export IMPL_fp_util=0.140
export IMPL_ys_seq_frac=0
export IMPL_via_count=377
==> cell type report <==
class	instances	area, um^2	area share
multi-input cells	16	360	0.382
repair buffers	50	484	0.514
well taps	46	57.6	0.0611
inverters	10	40.0	0.0425
==> cell usage after synthesis, drive strengths merged <==
| library cell | number |
|---|---|
| inv | 10 |
| buf | 16 |
| fa | 16 |
==> how the worst min path moves through the flow <==
| stage | endpoint | cells past startpoint |
|---|---|---|
| 4_1_cts | sum16[0] | 5 |
| 5_1_grt | sum16[0] | 5 |
| 6_report | sum16[0] | 5 |
==> layer usage <==
metal / track usage / vias to the layer above / wire length [um]
met3: 0.0489 / 0 / 482
met2: 0.0578 / 51 / 466
met4: 0 / 0 / 0
li1: - / 168 / -
met1: 0.0559 / 158 / 593
met5: 0 / - / 0
==> through the flow <==
step	hold slack, ps	cells	cell area [um^2]	total power, uW
2_1_floorplan	4260	42	483	26.2
3_3_place_gp	5110	122	921	55.0
3_5_place_dp	5110	122	921	55.2
4_1_cts	4800	122	942	56.4
5_1_grt	4810	122	942	60.9
6_report	4800	122	942	53.6
==> kinds of logic after synthesis <==
group                      Yosys count  synth area share
buffers and inverters               26             0.330
adders and majority gates           16             0.670
==> power breakdown <==
| group | internal (uW) | switching (uW) |
|---|---|---|
| Combinational | 38.9 | 14.7 |
| Clock | 0 | 0 |
| Sequential | 0 | 0 |
| Total | 38.9 | 14.7 |
==> what timing repair did <==
action,in CTS,in global routing
cloned,0,0
hold buffers,0,0
gates resized,43,0
pin swaps,16,12
endpoints found under the setup margin,4,3
No activity file was given, so power comes from the tool's default toggle rates.
